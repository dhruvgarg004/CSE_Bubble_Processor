[flow/design.v]
`timescale 1ns/1ps
module control (IR , PCctrl, ALUctrl, WriteReg, ALUsrc, MemWrite, MemToReg, RegWrite, Link, Immediate);
input wire[31:0] IR;
output reg[1:0] PCctrl; 
output reg[3:0] ALUctrl; 
output reg[4:0] WriteReg; 
output reg ALUsrc, MemWrite, MemToReg, RegWrite, Link;
output reg[31:0] Immediate;
wire[31:0] signed_im, unsigned_im;
assign signed_im = { {16{IR[15]}} , IR[15:0]};
assign unsigned_im = { 16'd0 , IR[15:0]};
wire [4:0] rs,rt,rd;
assign rs = IR[25:21];
assign rt = IR[20:16];
assign rd = IR[15:11];
parameter RFORMAT = 1'b0;
parameter IFORMAT = 1'b1;
localparam ADD_FUNC =  {3'd4,3'd0};
localparam SUB_FUNC = {3'd4,3'd2};
localparam ADDU_FUNC= {3'd4,3'd1};
localparam SUBU_FUNC ={3'd4,3'd3};
localparam AND_FUNC ={3'd4,3'd4};
localparam OR_FUNC ={3'd4,3'd5};
localparam SLL_FUNC ={3'd0,3'd0};
localparam SRL_FUNC ={3'd0,3'd2};
localparam SLT_FUNC ={3'd5,3'd2};
parameter ADD = 0;
parameter SUB = 1;
parameter AND = 2;
parameter OR = 3;
parameter SLL = 4;
parameter SRL = 5;
parameter SLT = 6;
always@(IR) begin
    Link = 0;
    if(IR[31:26] == 6'b000000) begin  
        PCctrl = 0;
        WriteReg = rd;
        ALUsrc = RFORMAT;
        MemWrite = 0;
        MemToReg = 0;
        RegWrite = 1;
        Immediate = signed_im;
        case(IR[5:0])
        ADD_FUNC: ALUctrl = 0;
        SUB_FUNC: ALUctrl = 1;
        ADDU_FUNC: ALUctrl = 0;
        SUBU_FUNC: ALUctrl = 1;
        AND_FUNC: ALUctrl = 2;
        OR_FUNC: ALUctrl = 3;
        SLL_FUNC: ALUctrl = 4;
        SRL_FUNC: ALUctrl = 5;
        SLT_FUNC: ALUctrl = 6;
        6'b001_000: begin    
            PCctrl = 2;
            ALUctrl = 0;
        end
        endcase
    end
    else if (IR[31:29] == 3'b001) begin  
        PCctrl = 0;
        WriteReg = rt;
        ALUsrc = IFORMAT;
        MemWrite = 0;
        MemToReg = 0;
        RegWrite = 1;
        case(IR[28:26])
            3'b000: begin 
                Immediate = signed_im;
                ALUctrl = 0;
            end
            3'b001:begin     
                Immediate = unsigned_im;
                ALUctrl = 0;
            end
            3'b010:begin     
                Immediate = signed_im;
                ALUctrl = 6;
            end
            3'b011:begin     
                Immediate = unsigned_im;
                ALUctrl = 6;
            end
            3'b100:begin     
                Immediate = unsigned_im;
                ALUctrl = 2;
            end
            3'b101:begin     
                Immediate = unsigned_im;
                ALUctrl = 3;
            end
        endcase        
    end
    else if (IR[31:29]==3'b011) begin   
        PCctrl = 1;
        WriteReg = rt;
        ALUsrc = RFORMAT;
        ALUctrl = 0;
        MemWrite = 0;
        MemToReg = 0;
        RegWrite = 0;
        Immediate = signed_im;
        case(IR[28:26])
        3'b000:  
            ALUctrl = 7;
        3'b001:  
            ALUctrl = 8;
        3'b010:  
            ALUctrl = 9;
        3'b011:  
            ALUctrl = 10;
        3'b100:  
            ALUctrl = 11;
        3'b110:  
            ALUctrl = 12;
        endcase
    end
    else if (IR[31:26]==2) begin     
        PCctrl = 3;
        WriteReg = rd;   
        ALUsrc = IFORMAT;    
        ALUctrl = 15;   
        MemWrite = 0;
        MemToReg = 0;
        RegWrite = 0;
        Immediate = signed_im;
    end
    else if (IR[31:26]==3) begin     
        PCctrl = 3;
        WriteReg = 31;   
        ALUsrc = IFORMAT;   
        ALUctrl = 15;   
        MemWrite = 0;
        MemToReg = 0;
        RegWrite = 0;
        Link = 1;
        Immediate = signed_im;
    end
    else if (IR[31:26]==6'b100011) begin   
        PCctrl = 0;
        WriteReg = rt;
        ALUsrc = IFORMAT;
        ALUctrl = 0;     
        MemWrite = 0;
        MemToReg = 1;
        RegWrite = 1;  
        Immediate = signed_im;       
    end
    else if (IR[31:26]==6'b101011) begin   
        PCctrl = 0;
        WriteReg = rt;
        ALUsrc = IFORMAT;
        ALUctrl = 0;     
        MemWrite = 1;
        MemToReg = 0;
        RegWrite = 0;     
        Immediate = signed_im;    
    end
end
endmodule
[flow/run.sh]
#!/bin/bash
# OpenROAD 26Q1-2900-gdf79404cd8, Yosys 0.63+post, stock flow scripts
make -C /OpenROAD-flow-scripts/flow DESIGN_CONFIG=/design/flow/config.mk WORK_HOME=/design/flow/orfs finish
[flow/constraint.sdc]
current_design control

set clk_period 2.2
set clk_io_pct 0.2

create_clock -name clk0 -period $clk_period

set non_clock_inputs [all_inputs -no_clocks]
set_input_delay [expr $clk_period * $clk_io_pct] -clock clk0 $non_clock_inputs
set_output_delay [expr $clk_period * $clk_io_pct] -clock clk0 [all_outputs]
[flow/config.mk]
export PLATFORM = sky130hd
export DESIGN_NAME = control
export DESIGN_NICKNAME = control
export VERILOG_FILES = /design/flow/design.v
export SDC_FILE = /design/flow/constraint.sdc
export NUM_CORES = 4
export LEC_CHECK = 1
export CORE_AREA = 10 10 91 91
export DIE_AREA = 0 0 101 101
==> run summary <==
Pwr Total: 282.7 uW
combinational share of power: 0.768
max_slew headroom: 0.5104
simple share: 0.1918
WP data arrival: 1.54 ns
Mapped Area: 1129 sq um
area fraction in mux cells: 0.01774
initial antenna violation count: 0
WL/cell: 13.51 microns
Die Wd: 101 microns
Sw Ratio: 0.3207
clock share of power: 0
post-cts sizing count: 7
Final HPWL DP: 3055 microns
setup bufs post-CTS: 0
Crit. End Element: primary output
I/O Buffers: 75
worst setup margin: 0.2176 ns
main area contributors: dlxtn_1 (43%), buf_4 (10%), nor2_1 (4.7%), o22a_1 (4.7%), nand2_1 (3.3%)
Post-synth EDFFs: 0
Power Density: 149.6 nW/um^2
vias in the first global route: 1060
Hold Vio Cnt, Final: 0
register pins left without a clock: 32
top cell type by instance count after synthesis: dlxtn_1
worst slew pin tran: 0.7344 ns
status: finished clean
largest net degree at the start of global routing: 19
share of layout cells above drive strength 1: 0.07143
top cells by count, synth: dlxtn_1 (32), buf_4 (15), nor2_1 (14)
chip area: 10200 sq um
Final ANT Viol Nets: 0
startpoint class of the critical path: primary input
initial drt markers: 35
# hold bufs at CTS: 0
die height: 101 microns
total grt overflow: 0
sequential share of power: 0.232
total track usage: 0.06517
kind of critical path: primary input to primary output
Max-area cell share: 0.4257
final worst path period need: 1.982 ns
DRC: 0
Main synth FF type: dlxtn_1
Final GP Congestion: 0.8659
Tcrit/Tclk final: 0.9011
drt total wl: 3688 microns
1st-pass router iterations: 4
Final Instance Count excl. Fillers: 273
dpl ws: -0.2499 ns
Fill cells: 656
Placed Area: 1888 sq um
core box area: 6350 sq um
Finish-stage setup viols: 0
ys cells: 135
post-DR vias/cell: 4.143
Ys Warns: 1
first-pass GRT wire length: 5540 microns
max cap viols: 0
Pleak: 0.7715 nW
final instance area: 1889 sq um
RSZ-0062 raised after global routing: false
Comb area: 496.7 sq um
area fraction in compound gates: 0.2162
Worst Path Required: 1.76 ns
Synth area leader: dlxtn_1
Slew Viols, Final: 0
I/O pin count: 80
Cell Type Count: 38
std cell rows: 29
maximum vdd drop: 70.08 uV
Dominant comb cell: AND-OR/OR-AND gates
Sequential cell area: 480.5 sq um
floorplan core density: 0.1777
critical-path maximum fanout: 2
Synth flops: 32
placed cell count: 273
Chip Area, Yosys: 1129 sq um
cells after synthesis: 135
XORs/XNORs by Area: 0.007761
highest clock rate: 504.5 MHz
Avg Cell Area, Syn: 8.360 sq um
async set-reset flop share out of synthesis: 0
internal power: 192.0 uW
sw power: 90.66 uW
Layout area overhead: 67.41%
Tool Warnings: 37
routed via count: 1131
Hold/Removal Path Class: primary input to primary output
FA/HA/MAJ Cells, Area Fraction: 0
endpoints left unconstrained: 79
n_diodes: 0
==> layer usage <==
metal | vias to the layer above | part of all wire | global-route usage
li1 | 581 | - | -
met1 | 510 | 0.43 | 0.08686
met2 | 40 | 0.47 | 0.1120
met3 | 0 | 0.098 | 0.01455
met4 | 0 | 0 | 0
met5 | - | 0 | 0
==> final cells by class <==
| cell class | count | share of cell area |
|---|---|---|
| Timing Repair Buffer | 83 | 0.4258 |
| Multi-Input combinational cell | 78 | 0.2629 |
| Sequential cell | 32 | 0.2543 |
| Tap cell | 77 | 0.05099 |
| Inverter | 3 | 0.005960 |
==> critical path: stages <==
cell and delay, ns:
dlygate4sd2_1 0.24, or4_4 0.55, nor2_4 0.11, dlygate4sd2_1 0.20
==> worst paths after layout <==
check                 slack (ns)  endpoint   start  cells past startpoint
worst min-delay path        1.48      Link  IR[29]                      4
worst max-delay path        0.22      Link  IR[28]                      4
==> power by group through the flow <==
| stage | sequential (mW) | combinational, mW | clock [mW] |
|---|---|---|---|
| final | 0.0657 | 0.217 | 0 |
| after CTS | 0.0665 | 0.221 | 0 |
| after global routing | 0.0687 | 0.240 | 0 |
==> registers in the layout (all words and copies together), names as in the netlist <==
signal / count
WriteReg: 5
MemToReg: 1
ALUctrl: 4
PCctrl: 2
ALUsrc: 1
MemWrite: 1
RegWrite: 1
Immediate: 17
==> per-stage QoR <==
stage / TNS, ns / hold slack [ns] / utilization
2_1_floorplan: 0 / 1.030 / -
3_3_place_gp: -0.2382 / 1.833 / 0.2973
3_5_place_dp: -0.2499 / 1.853 / 0.2973
4_1_cts: 0 / 1.496 / 0.2975
5_1_grt: 0 / 1.513 / 0.2975
6_report: 0 / 1.485 / 0.2975
==> cell families (layout without fill, tap and decap cells) <==
kind of cell    Yosys count  in the layout
simple gates             41             41
compound gates           34             34
latches                  32             32
buf+inv                  25             86
mux                       2              2
xor+xnor                  1              1
==> cell usage in the layout (no fill, tap or decap) <==
| master | instances |
|---|---|
| nor2_4 | 1 |
| a211o_1 | 1 |
| o211a_1 | 1 |
| a221oi_1 | 1 |
| nor3_4 | 1 |
| a21oi_1 | 6 |
| or2_1 | 1 |
| a32oi_1 | 1 |
| nor2b_1 | 2 |
| nor3b_1 | 1 |
| o21a_1 | 2 |
| o21bai_1 | 2 |
| o31a_1 | 1 |
| nand4b_1 | 1 |
| a31oi_1 | 5 |
| o211ai_1 | 1 |
| nand3b_1 | 1 |
| dlygate4sd2_1 | 5 |
| o22a_1 | 6 |
| nor3_1 | 2 |
| nand2_1 | 10 |
| a21oi_2 | 1 |
| nor2_1 | 13 |
| or3b_2 | 2 |
| clkdlybuf4s50_1 | 70 |
| nand3_1 | 2 |
| and2_1 | 1 |
| xnor2_1 | 1 |
| inv_1 | 3 |
| buf_4 | 8 |
| a21o_1 | 1 |
| mux2i_1 | 2 |
| and3_1 | 2 |
| dlxtn_1 | 32 |
| o41ai_1 | 1 |
| o21ai_0 | 3 |
| or4_4 | 1 |
| a211oi_1 | 1 |
Power figures rest on the tool's default switching activity, not on a simulated workload.
